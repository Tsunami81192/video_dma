File: ./run.sh
#!/bin/bash
# OpenROAD 26Q1-2900-gdf79404cd8, Yosys 0.63+post, stock flow scripts
make -C /OpenROAD-flow-scripts/flow DESIGN_CONFIG=/design/flow/config.mk WORK_HOME=/design/flow/orfs finish
File: ./config.mk
export PLATFORM = sky130hd
export DESIGN_NAME = axi_read
export DESIGN_NICKNAME = axi_read
export VERILOG_FILES = /design/flow/design.v
export SDC_FILE = /design/flow/constraint.sdc
export NUM_CORES = 4
export LEC_CHECK = 1
export CORE_UTILIZATION = 50
File: ./constraint.sdc
current_design axi_read

set clk_period 4.0
set clk_io_pct 0.2

create_clock -name clk0 -period $clk_period [get_ports {m_axi_mm2s_aclk}]
create_clock -name clk1 -period $clk_period [get_ports {m_axis_aclk}]

set non_clock_inputs [all_inputs -no_clocks]
set_input_delay [expr $clk_period * $clk_io_pct] -clock clk0 $non_clock_inputs
set_output_delay [expr $clk_period * $clk_io_pct] -clock clk0 [all_outputs]
File: ./design.v
`timescale 1ns / 1ps
module axi_read#(
		parameter integer IMAGE_WIDTH        = 192,
        parameter integer IMAGE_HEIGHT       = 10,
        parameter integer FRAME_BUFFER       = 1,
        parameter         AXI_S2MM_TARGET_SLAVE_BASE_ADDR	= 32'h40000000,
		parameter integer AXI_S2MM_BURST_LEN	    = 16,
		parameter integer AXI_S2MM_ADDR_WIDTH	    = 32,
		parameter integer AXI_S2MM_DATA_WIDTH	    = 32,
		parameter integer AXI_S2MM_ID_WIDTH	    = 1,
		parameter integer AXI_S2MM_AWUSER_WIDTH	= 1,
		parameter integer AXI_S2MM_ARUSER_WIDTH	= 1,
		parameter integer AXI_S2MM_WUSER_WIDTH  = 1,
		parameter integer AXI_S2MM_RUSER_WIDTH	= 1,
		parameter integer AXI_S2MM_BUSER_WIDTH	= 1
)(
		input  wire		[31:0]		axis_wr_SRAM_count,	
		input  wire					frame_written,
		output reg 					frame_readen,
		output wire		[31:0]		axis_rd_SRAM_count,
        input 	wire  				axi_aresetn,
		input   wire				m_axis_aclk,
        output  reg     [31:0]      m_axis_tdata,
        output  wire                m_axis_tvalid,
        input   wire                m_axis_tready,   		
		input 	wire  									m_axi_mm2s_aclk,		  
		output wire [AXI_S2MM_ID_WIDTH-1 : 0] 		    m_axi_mm2s_arid,
		output wire [AXI_S2MM_ADDR_WIDTH-1 : 0] 	    m_axi_mm2s_araddr,
		output wire [7 : 0] 							m_axi_mm2s_arlen,
		output wire [2 : 0] 							m_axi_mm2s_arsize,
		output wire [1 : 0] 							m_axi_mm2s_arburst,
		output wire  									m_axi_mm2s_arlock,
		output wire [3 : 0] 							m_axi_mm2s_arcache,
		output wire [2 : 0] 							m_axi_mm2s_arprot,
		output wire [3 : 0] 							m_axi_mm2s_arqos,
		output wire [AXI_S2MM_ARUSER_WIDTH-1 : 0]	    m_axi_mm2s_aruser,
		output wire  									m_axi_mm2s_arvalid,
		input  wire  									m_axi_mm2s_arready,
		input  wire [AXI_S2MM_ID_WIDTH-1 : 0] 		    m_axi_mm2s_rid,
		input  wire [AXI_S2MM_DATA_WIDTH-1 : 0] 	    m_axi_mm2s_rdata,
		input  wire [1 : 0] 							m_axi_mm2s_rresp,
		input  wire  									m_axi_mm2s_rlast,
		input  wire  									m_axi_mm2s_rvalid,
		output wire  									m_axi_mm2s_rready		
);
	localparam FRAME_BRUST_CNT       =   FRAME_BUFFER *IMAGE_HEIGHT * IMAGE_WIDTH /AXI_S2MM_BURST_LEN;
	localparam LINE_BRUST_CNT        =   IMAGE_WIDTH / AXI_S2MM_BURST_LEN;
	reg										axi_reading = 0;
	reg										read_start = 0;
	reg										axi_arvalid;
	reg										axi_arid;
	reg		[AXI_S2MM_ADDR_WIDTH - 1 : 0]	axi_araddr;
    reg     [1:0]                           read_pose_reg;
    wire    								read_pose;
	reg										axi_rready;
	reg		[AXI_S2MM_DATA_WIDTH - 1 : 0] 	axi_rdata;
	reg										s_axis_tready_reg = 0;
	reg	 [31 : 0]	read_line	=	0;
	reg	 [31 : 0]	read_frame  =   0;
	always@(posedge m_axi_mm2s_aclk)begin
		if(m_axi_mm2s_rlast)
			read_line <= read_line + AXI_S2MM_BURST_LEN;
		else if(read_line == IMAGE_WIDTH)
			read_line <= 0;
		else read_line <= read_line;
	end
	always@(posedge m_axi_mm2s_aclk)begin
		if(read_line == IMAGE_WIDTH)
			read_frame <= read_frame + 1;
		else if(read_frame == IMAGE_HEIGHT * FRAME_BUFFER)
			read_frame <= 0;
		else read_frame <= read_frame;
	end
	always@(posedge m_axi_mm2s_aclk)begin
		if(read_frame == IMAGE_HEIGHT * FRAME_BUFFER)
			frame_readen <=  1;
		else if(frame_written)
			frame_readen <= 0;
		else frame_readen <= frame_readen;
	end
	assign axis_rd_SRAM_count = read_frame;
	always @(*) begin
		if(frame_written && (!frame_readen))begin
			axi_reading <= 1;
		end
		else if (read_frame == IMAGE_HEIGHT * FRAME_BUFFER ) begin
			axi_reading <= 0;
		end else axi_reading <= axi_reading;
	end
	localparam  IDLE 		= 'd0,
			READ_START	= 'd1,
			READ_TRNS	= 'd2,
			READ_END	= 'd3;	
	reg		[7:0]	current_read_state;
	reg		[7:0]	next_read_state;
	initial begin
		current_read_state <= 0;
		next_read_state <= 0;
	end
	always @(posedge m_axi_mm2s_aclk) begin
		current_read_state  <= next_read_state;
	end   
	always @(*) begin
		case (current_read_state)
			IDLE			:	begin
			    if(axi_reading)begin
			      next_read_state <= READ_START;
			    end
				else next_read_state <= IDLE;
			end 
			READ_START		:	begin
				if(read_start)
					next_read_state <= READ_TRNS;
				else next_read_state <= READ_START;
			end 
			READ_TRNS		:	begin
				if(m_axi_mm2s_rlast)
					next_read_state <= READ_END;
				else next_read_state <= READ_TRNS;		
			end 
			READ_END		:	begin
				next_read_state <= IDLE;				
			end 
			default: next_read_state <= IDLE;
		endcase
    end
	function integer clogb2 (input integer bit_depth);              
		begin                                                           
	    	for(clogb2=0; bit_depth>0; clogb2=clogb2+1)                   
	      		bit_depth = bit_depth >> 1;                                 
		end                                                           
	endfunction 
	assign	m_axi_mm2s_arid		=	axi_arid;
	assign	m_axi_mm2s_araddr	=	axi_araddr + AXI_S2MM_TARGET_SLAVE_BASE_ADDR;
	assign 	m_axi_mm2s_arlen 	=	AXI_S2MM_BURST_LEN - 1;
	assign	m_axi_mm2s_arsize	=	clogb2(AXI_S2MM_DATA_WIDTH / 8 - 1) ;
	assign	m_axi_mm2s_arburst	=	2'b01;
	assign	m_axi_mm2s_arlock	= 	0;
	assign	m_axi_mm2s_arcache	=	4'b0010;
	assign	m_axi_mm2s_arprot	=	0;
	assign	m_axi_mm2s_arqos	=	0;
	assign	m_axi_mm2s_aruser	=	0;
	assign	m_axi_mm2s_arvalid	=	axi_arvalid;
	initial begin
		axi_arvalid	<= 0;
		axi_araddr  <= 0;
		axi_arid	<= 0;
		read_pose_reg <= 0;
		frame_readen <= 1;
	end
	always @(posedge m_axi_mm2s_aclk) begin
		read_pose_reg[0] <= read_start;
		read_pose_reg[1] <= read_pose_reg[0];
	end
	assign read_pose = (read_pose_reg[0] == 1) && (!read_pose_reg[1]);
	always @(posedge m_axi_mm2s_aclk) begin
		if (current_read_state == READ_START) begin
			read_start <= 1;
		end else read_start <= 0;
	end
	always @(posedge m_axi_mm2s_aclk) begin
		if (m_axi_mm2s_arvalid && m_axi_mm2s_arready) begin
			axi_arid <= axi_arid + 1;
		end else axi_arid <= axi_arid;
	end
	always @(posedge m_axi_mm2s_aclk) begin
		if (read_pose) begin
			axi_arvalid <= 1;
		end else axi_arvalid <= 0;
	end
	always @(posedge m_axi_mm2s_aclk) begin
		if (read_pose) begin
			axi_araddr <= axi_araddr + (AXI_S2MM_DATA_WIDTH / 8) * AXI_S2MM_BURST_LEN ;
		end 
		else if(read_frame == FRAME_BRUST_CNT)
		    axi_araddr <= 0;
		else axi_araddr <= axi_araddr;
	end	
	initial begin
		axi_rready <= 0;
		axi_rdata  <= 0;
	end
	assign	m_axi_mm2s_rready	=	axi_rready;
	always @(posedge m_axi_mm2s_aclk) begin
		if (m_axi_mm2s_arvalid && m_axi_mm2s_arready) begin
			axi_rready <= 1;
		end else if(m_axi_mm2s_rlast)begin
			axi_rready <= 0;
		end
		else axi_rready <= axi_rready;
	end
	always @(posedge m_axi_mm2s_aclk) begin
		if (m_axi_mm2s_arvalid && m_axi_mm2s_arready) begin
			axi_rdata <= m_axi_mm2s_rdata;
		end else axi_rdata <= axi_rdata;
	end
	assign m_axis_tvalid =  m_axi_mm2s_rvalid;
	always @(posedge m_axis_aclk) begin
		if(m_axi_mm2s_rvalid && m_axis_tready)
			m_axis_tdata <= m_axi_mm2s_rdata;
	end
endmodule
==> results_dict.tcl <==
# collected from the flow reports
set metrics [dict create \
    tritoncts "done" \
    slew-limit-headroom_pct 39.2 \
    drtAntennaViolNets 0 \
    drv_cap 0 \
    finalHoldViolCount 0 \
    power.leakage_nw 2.82 \
    grt_antenna_before_repair 0 \
    place.gp.congestion 0.813 \
    io_buffer_count 132 \
    fp.coreArea_um2 12300 \
    synthesis.area_um2 6410 \
    utilization_pct 65.8 \
    syn-instance-count 560 \
    post_route_cells_drive_above_1_share_pct 5.74 \
    grt_first_pass_wirelength_um 20200 \
    first_global_vias 4056 \
    number_of_unconstrained_endpoints 1 \
    fp_util_pct 52.3 \
    post-route-drc-count 0 \
    totalNegativeSetupSlack_ns 0 \
    outcome "finished clean" \
    worst_ir_drop_vdd_mv 0.294 \
    multiInputGateArea_um2 2250 \
    clock_slew_at_reported_path_ffs_ns 0.07 \
    timing.critical_path.from_type "flip-flop" \
    synthesis.yosys.warnings 1 \
    end_kind "flip-flop" \
    reg_top3 "m_axis_tdata x32, read_frame x32, read_line x28" \
    groute.usage.overall_pct 21.0 \
    finalWirelength_um 12600 \
    num_antenna_cells 0 \
    rsz_0062_raised_after_global_routing "no" \
    detailedRoute.firstIterationViolations 299 \
    worstPathArrival_ns 2.60 \
    wl_per_cell_um 14.9 \
    sequential_cell_area_um2 3750 \
    rows 40 \
    total_half_perimeter_wirelength_after_legalization_and_detailed_placement_um 8620 \
    synthesis_stage_register_bit_count 128 \
    worst-setup-path-type "reg2reg" \
    worst-slew-pin-transition_ns 0.905 \
    warning_count 66 \
    worst_path_max_fanout 32 \
    setup_viol_count_final 0 \
    post_cts_buffers 0 \
    required_ns 3.98 \
    synth_cell_type_count 38 \
    vias_per_cell 5.07 \
    yosys_cells 560 \
    power.density_cell_area_nw_per_um2 453 \
    synthDominantAreaCellType "sky130_fd_sc_hd__edfxtp_1" \
    grt_start_max_net_pins 33 \
    vias 4295 \
    nFillCells 914 \
    number_of_register_pins_that_no_clock_reaches 1 \
    finalMaxSlewViolations 0 \
    die_w_um 115 \
    floorplan.io_pins 202 \
    final.setup_skew_ns 0.00920 \
    timing.hold.worst.class "reg2reg" \
    syn_area_per_cell_um2 11.4 \
    cts_resized 0 \
    yosysTopAreaCellShare_pct 55.8 \
    synth.area.top_cells "sky130_fd_sc_hd__edfxtp_1 (56%), sky130_fd_sc_hd__xor2_1 (8.3%), sky130_fd_sc_hd__buf_4 (6.7%), sky130_fd_sc_hd__nor2_1 (5.5%), sky130_fd_sc_hd__nand3_1 (2.7%)" \
    areaGrowthSynthToFinish_pct 26.0 \
    report.power.total_mw 3.66 \
    chip_area_um2 13300 \
    die_y_um 115 \
    cts_hold_buf 0 \
    yosysChipArea_um2 6410 \
    drt_first_pass_iters 4 \
    gr-total-overflow 0 \
]
## placed cells by master (no fill, tap or decap), drive strengths merged, types with 7 or more instances in the layout
cell type	n
dfxtp	8
and2	11
clkbuf	18
nand4	27
inv	12
and4	9
edfxtp	119
o21ai	7
xor2	61
xnor2	15
nor2	94
nand3	36
clkdlybuf4s50	132
nand2	29
and3	7
conb	32
nor3	7
nor4	13
## metal layers
layer	vias to the layer above	wire length [µm]	track usage, %
met5	-	0	0
met4	0	136	2.25
met3	12	893	7.13
met2	133	5770	29.0
met1	2036	5820	36.5
li1	2114	-	-
## worst max-delay path: stages (launching register included)
cell                       delay (ns)
sky130_fd_sc_hd__edfxtp_1        0.50
sky130_fd_sc_hd__nor4b_1         0.38
sky130_fd_sc_hd__nand4_1         0.13
sky130_fd_sc_hd__nor2_1          0.24
sky130_fd_sc_hd__and4b_1         0.32
sky130_fd_sc_hd__or2_2           0.67
## layout make-up
type                    instances  area share (%)
repair buffers                138            16.9
multi-input cells             379            27.8
clock inverters                 5           0.666
flip-flops and latches        128            46.4
well taps                     168            2.60
inverters                      11           0.511
clock buffers                  18            5.05
## final timing paths
| check | startpoint | to | slack (ns) | depth (start not counted) |
|---|---|---|---|---|
| worst max-delay path | read_frame[2]$_SDFFCE_PP0P_ | read_frame[26]$_SDFFCE_PP0P_ | 1.37 | 5 |
| worst min-delay path | read_pose_reg[0]$_DFF_P_ | read_pose_reg[1]$_DFF_P_ | 0.36 | 0 |
| worst max register to register | read_frame[2]$_SDFFCE_PP0P_ | read_frame[26]$_SDFFCE_PP0P_ | 1.37 | 5 |
| worst min register to register | read_pose_reg[0]$_DFF_P_ | read_pose_reg[1]$_DFF_P_ | 0.36 | 0 |
| max in group clk1 | m_axi_mm2s_rvalid | m_axis_tdata[22]$_DFFE_PP_ | 1.77 | 3 |
| min in group clk1 | m_axi_mm2s_rdata[15] | m_axis_tdata[15]$_DFFE_PP_ | 1.09 | 1 |
## power by group
group	switching [mW]	leakage, nW	internal (mW)
sequential	0.154	1.29	1.68
clock	0.482	0.230	0.785
combinational	0.219	1.30	0.338
total	0.856	2.82	2.80
## metrics by stage
| step | worst slack [ns] | hold WS (ns) | instances | area [µm²] |
|---|---|---|---|---|
| 6_report | 1.37 | 0.359 | 847 | 8070 |
| 5_1_grt | 1.30 | 0.371 | 847 | 8070 |
| 4_1_cts | 1.40 | 0.358 | 847 | 8070 |
| 3_5_place_dp | 1.38 | 0.344 | 824 | 7610 |
| 3_3_place_gp | 1.42 | 0.336 | 824 | 7610 |
| 2_1_floorplan | 1.44 | 0.332 | 590 | 6520 |
## synthesized netlist by cell type, drive strengths merged
library cell / n
a21o: 2
a21oi: 5
a41o: 1
and2: 11
and3: 7
and4: 9
and4b: 1
buf: 58
clkbuf: 14
conb: 2
dfxtp: 8
dlxtn: 1
edfxtp: 119
ha: 6
inv: 11
mux2i: 1
nand2: 29
nand2b: 2
nand3: 36
nand4: 27
nand4b: 1
nor2: 94
nor2b: 1
nor3: 7
nor4: 13
nor4b: 2
o21ai: 7
or2: 4
or3: 5
xnor2: 15
xor2: 61
## kinds of logic (layout without fill, tap and decap cells)
kind of cell	after synthesis	count (layout)	synth area share, %
muxes	1	1	0.156
latches	1	1	0.234
xor gates and xnor gates	76	76	10.4
DFF	127	127	58.3
other	2	32	0.117
buffers and inverters	83	172	8.20
AOI/OAI and AO/OA	15	15	1.33
and+or+nand+nor	249	249	20.1
adders and majority gates	6	6	1.17
No activity file was given, so power comes from the tool's default toggle rates.
